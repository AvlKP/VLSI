--- config.mk ---
export PLATFORM = sky130hd
export DESIGN_NAME = softplus8_pla
export DESIGN_NICKNAME = softplus8_pla
export VERILOG_FILES = /design/flow/design.v
export SDC_FILE = /design/flow/constraint.sdc
export NUM_CORES = 4
export LEC_CHECK = 1
export CORE_UTILIZATION = 30
--- constraint.sdc ---
current_design softplus8_pla

set clk_period 9.0
set clk_io_pct 0.2

create_clock -name clk0 -period $clk_period [get_ports {clk}]

set non_clock_inputs [all_inputs -no_clocks]
set_input_delay [expr $clk_period * $clk_io_pct] -clock clk0 $non_clock_inputs
set_output_delay [expr $clk_period * $clk_io_pct] -clock clk0 [all_outputs]
--- design.v ---
module softplus8_pla #(
    parameter WIDTH = 16,
    parameter SLICES = 8,
    parameter FP = 8
) (
    input wire clk,
    input wire rst,
    input wire signed [WIDTH - 1:0] x,
    output wire [WIDTH - 1:0] y
);
    localparam signed [(WIDTH * SLICES - 1):0] SLOPES = {
        16'sd255,
        16'sd250,
        16'sd230,
        16'sd172,
        16'sd84,
        16'sd26,
        16'sd6,
        16'sd1
    };
    localparam signed [(WIDTH * SLICES - 1):0] INTERCEPTS = {
        16'sd9,
        16'sd32,
        16'sd91,
        16'sd177,
        16'sd177,
        16'sd91,
        16'sd32,
        16'sd9
    };
    localparam signed [(WIDTH * (SLICES + 1) - 1):0] BREAKPOINTS = {
        16'sd1536,
        16'sd1152,
        16'sd768,
        16'sd384,
        16'sd0,
        -16'sd384,
        -16'sd768,
        -16'sd1152,
        -16'sd1536
    };
    reg [SLICES:0] sel;  
    reg signed [(2 * WIDTH - 1):0] segmult [SLICES - 1:0];  
    reg [WIDTH - 1:0] segres [SLICES - 1:0];  
    reg [WIDTH - 1:0] mux;  
    integer i;
    always @(*) begin
        for (i = 0; i < SLICES + 1; i = i + 1) begin
            sel[i] = (x_reg > $signed(BREAKPOINTS[WIDTH * i +: WIDTH]));
        end
        for (i = 0; i < SLICES; i = i + 1) begin
            segmult[i] = x_reg * $signed(SLOPES[WIDTH * i +: WIDTH]);
        end
        for (i = 0; i < SLICES; i = i + 1) begin
            segres[i] = (segmult_reg[i] >> FP) + $signed(INTERCEPTS[WIDTH * i +: WIDTH]);
        end
        mux = {WIDTH{1'b0}};
        if (sel_reg2 == {(SLICES+1){1'b0}}) begin
            mux = {WIDTH{1'b0}};
        end else if (sel_reg2 == {(SLICES+1){1'b1}}) begin
            mux = segres_reg[SLICES - 1];
        end else begin
            for (i = 0; i < SLICES; i = i + 1) begin
                if (sel_reg2 == ((1 << (i + 1)) - 1)) begin
                    mux = segres_reg[i];
                end
            end
        end
    end
    reg signed [WIDTH - 1:0] x_reg;
    reg [SLICES:0] sel_reg1;
    reg signed [2 * WIDTH - 1:0] segmult_reg [SLICES - 1:0];
    reg [SLICES:0] sel_reg2;
    reg [WIDTH - 1:0] segres_reg [SLICES - 1:0];
    reg [WIDTH - 1:0] mux_reg;
    always @(posedge clk or posedge rst) begin
        if (rst) begin
            x_reg <= {WIDTH{1'b0}};
            sel_reg1 <= {(SLICES + 1){1'b0}};
            for (i = 0; i < SLICES; i = i + 1) begin
                segmult_reg[i] <= {(WIDTH * 2){1'b0}};
            end
            sel_reg2 <= {(SLICES + 1){1'b0}};
            for (i = 0; i < SLICES; i = i + 1) begin
                segres_reg[i] <= {WIDTH{1'b0}};
            end
            mux_reg <= {WIDTH{1'b0}};
        end else begin
            x_reg <= x;
            sel_reg1 <= sel;
            for (i = 0; i < SLICES; i = i + 1) begin
                segmult_reg[i] <= segmult[i];
            end
            sel_reg2 <= sel_reg1;
            for (i = 0; i < SLICES; i = i + 1) begin
                segres_reg[i] <= segres[i];
            end
            mux_reg <= mux;
        end
    end
    assign y = mux_reg;
endmodule
--- run.sh ---
#!/bin/bash
# OpenROAD 26Q1-2900-gdf79404cd8, Yosys 0.63+post, stock flow scripts
make -C /OpenROAD-flow-scripts/flow DESIGN_CONFIG=/design/flow/config.mk WORK_HOME=/design/flow/orfs finish
==> flow_results.org <==
* Implementation run

** Global route
- Global-route wire length before repair :: 83.9 mm
- GRT Total Usage :: 0.161
- Largest net degree at the start of global routing :: 60
- Antenna violations before repair :: 1
- The via count of the first global-routing pass is 14600.
- For this run the aggregate overflow at the end of global routing stands at 0.

** Routing
- The routed design shows a wire length per standard cell of 17.4 microns.
- The detailed router finished its first iteration with 817 violations.
- Vias per std cell :: 4.52
- The detail route stage leaves a number of antenna-violating nets equal to 0.
- After detailed routing, the total wire length is 52.2 mm.
- Drt drc :: 0
- Number of detailed-routing iterations run before antenna repair :: 9
- Number of vias in the routed layout :: 13600

** Hold path
- Worst min-delay path class :: flip-flop to flip-flop

** Timing
- Minimum clock period after layout :: 5.45 ns
- Adding up every negative setup slack in the final design gives 0 ns.
- Setup repair after global routing left no endpoint under its margin.
- Highest achievable clock rate :: 183 MHz
- Hold violation total from the final report :: 0
- Max transition margin :: 0.279
- The most critical hold endpoint after final layout shows a slack of 0.345 ns.
- The final max-slew violation count recorded for this run is 0.
- In the finished design, the share of the clock period the worst path needs comes to 0.606.
- Slew of the pin with the lowest slew margin :: 1.08 ns
- The critical path in the final layout is reported with a setup slack of 3.55 ns.
- Final count of negative-setup-slack endpoints :: 0
- Between clock sinks in the finished design, the worst skew comes to 0.171 ns.

** Critical path
- Most repeated library cell on the critical path :: inv_1
- Required time worst endpoint :: 9.44 ns
- Max fanout on the critical path was recorded as 12.
- STA classifies the critical path endpoint as a flip-flop.
- The setup path with the least slack is of type flip-flop to flip-flop.
- Traced cell by cell, the critical path runs through buf_4 -> inv_1 -> ha_1 -> xnor2_1 -> inv_1 -> ha_1 -> or2_2 -> fa_1 -> inv_1 -> fa_1 -> inv_1 -> ha_1 -> nor4_1 -> a21oi_1 -> a21bo_2 -> o31ai_1 -> and4_1 -> nor3_1.
- Data on the critical path arrives at its endpoint at 5.89 ns.
- Per STA, the highest per-stage delay on the worst path measures 0.54 ns.
- Looking at the critical path, the single cell with the biggest stage delay is fa_1.
- Startpoint Class :: flip-flop

** Placed design
- Post-DP Area :: 22700 sq um
- After legalization and detailed placement, the total HPWL measured 41.8 mm.
- Input and output buffers added on the ports amount to 33.
- Number of instances in the placed design :: 2951
- At the end of routability-driven placement, the weighted congestion stood at 0.970.
- Minimum setup slack after placement :: 3.55 ns

** Synthesis
- Per the post-synthesis stats, the area per cell is 10.7 sq um.
- The synthesized netlist was found by Yosys to have 1976 cells.
- Main area contributors :: dfrtp_1 35%, fa_1 16%, ha_1 16%
- Commonest cells post-synth :: 401 x inv_1, 292 x dfrtp_1, 263 x ha_1
- Per the synthesis report, the number of distinct cell types is 70.
- The post-synth count of flops with an enable pin is 0.
- Most frequent cell after synthesis :: inv_1
- The area fraction of the largest cell type after synthesis is 0.347.
- Of the synthesized area, sequential elements account for 0.347.
- The cell area that synthesis handed to floorplanning was 21100 sq um.
- Yosys top cell by area :: dfrtp_1
- Yosys chip area :: 21100 sq um
- The Yosys step of the flow raised 5 warnings.
- Top FF cell, synth :: dfrtp_1
- Counting flops with an async set or reset pin after synthesis yields a share of 1.00.
- Per the synth log, the flip-flop and latch total comes to 292.
- Per the post-synthesis report, the number of cells in the design is 1976.

** Clocking
- Setup Buffers After CTS :: 0
- Post-CTS repair changed the size of 0 cells.
- The root buffer cell chosen for the clock tree is clkbuf_16.
- The H-tree was split into 2 levels.
- Clock sink count :: 292
- TritonCTS built the clock tree.
- Num CTS Buffers :: 33
- Clk latency of the worst-skew pair :: 0.54 ns
- Clock edge transition at the registers on the reported setup and hold paths :: 0.06 ns
- The report puts the hold buffer count at CTS at 0.
- Bufs on Longest Clock Path :: 3

** Final layout
- Post-Layout Inst Area :: 23800 sq um
- Layout cell share with drive strength beyond 1 :: 0.0535
- In the final layout, the multi-input gates occupy 12200 sq um.
- At the end of the flow the core is filled with cells to 0.345.
- Fillers :: 6715
- Area added between synthesis and finish :: 13.0%
- Combined flip-flop and latch cell area :: 7310 sq um
- For this run, the number of standard cells in the final layout without fillers is 3008.
- Largest register FFs :: 128

** Floorplan
- Top-level port count :: 34
- Die boundary height :: 267 microns
- Initial Utilization :: 0.305
- Floorplan row count :: 96
- Std-Cell Core Area :: 69100 sq um
- The floorplan step defined a die boundary enclosing 71300 sq um.
- Die x size :: 267 microns

** Job
- Count of max-cap constraint violations :: 0
- Across all stage logs, warnings added up to 81.

** Power
- Leakage power of the design :: 11.6 nW
- Power Dens Cells :: 303 nW/um^2
- Worst IR drop on VDD :: 0.000153 V
- The final power report lists total power as 7.20 mW.

** Outcome
- Result of the run :: complete, no violations
## power breakdown
group	switching, mW	internal, mW
Clock	0.543	0.782
Combinational	2.08	1.62
Sequential	0.325	1.85
Total	2.95	4.25
## critical path: cells and delay by family (launching register included)
kind	cells	cell delay, ns
adder cells (fa/ha/maj)	5	2.06
AND-OR/OR-AND	3	0.47
AND/OR/NAND/NOR	4	1.14
buffers and inverters	5	0.93
flip-flops	1	0.32
XOR/XNOR	1	0.41
## logic make-up (layout without fill, tap and decap cells)
group,count (synthesis),after routing,synth area share
AOI/OAI and AO/OA,230,230,0.0785
xor gates and xnor gates,201,201,0.0836
other,0,1,0
muxes,4,4,0.00196
DFF,292,292,0.347
buffers and inverters,419,519,0.0748
adders and majority gates,437,437,0.321
and+or+nand+nor,393,393,0.0932
## layout make-up
type                            count  share of cell area
Multi-Input combinational cell   1265               0.513
Antenna cell                        1            0.000105
Sequential cell                   292               0.307
Inverter                          402              0.0636
Clock inverter                     11             0.00468
Clock buffer                       45              0.0404
Timing Repair Buffer               61              0.0227
Tap cell                          931              0.0489
## final timing paths
path                                          from  cells past startpoint                 end  slack [ns]
worst max-delay path                     x_reg[10]                     18  segmult_reg[7][23]        3.55
worst max register to register           x_reg[10]                     18  segmult_reg[7][23]        3.55
max in group asynchronous                      rst                      4           x_reg[15]        5.28
worst min register to register  segmult_reg[6][10]                      0    segres_reg[6][2]        0.34
min in group asynchronous                      rst                      2    segres_reg[4][9]        1.77
worst min-delay path            segmult_reg[6][10]                      0    segres_reg[6][2]        0.34
## cell usage in the layout, fill, tap and decap left out, types with 14 or more instances in the layout
| master | n |
|---|---|
| a21o_1 | 14 |
| a21oi_1 | 61 |
| a222oi_1 | 31 |
| and3_1 | 19 |
| buf_4 | 28 |
| clkbuf_16 | 34 |
| clkdlybuf4s50_1 | 33 |
| dfrtp_1 | 291 |
| fa_1 | 173 |
| ha_1 | 263 |
| inv_1 | 400 |
| nand2_1 | 111 |
| nand2b_1 | 18 |
| nand3_1 | 35 |
| nand4_1 | 29 |
| nor2_1 | 85 |
| nor2b_1 | 15 |
| nor3_1 | 23 |
| o21a_1 | 23 |
| o21ai_0 | 27 |
| xnor2_1 | 129 |
| xor2_1 | 72 |
## layer usage
| metal | wire length [microns] | GRT usage | vias up |
|---|---|---|---|
| met3 | 3670 | 0.0438 | 51 |
| li1 | - | - | 6561 |
| met2 | 24000 | 0.251 | 332 |
| met5 | 0 | 0 | - |
| met4 | 1300 | 0.0343 | 0 |
| met1 | 23300 | 0.232 | 6654 |
Power figures rest on the tool's default switching activity, not on a simulated workload.
