`flow/design.v`:
```
module sigmoid8_pla #(
    parameter WIDTH = 16,
    parameter SLICES = 8,
    parameter FP = 12
) (
    input wire clk,
    input wire rst,
    input wire signed [WIDTH - 1:0] x,
    output wire [WIDTH - 1:0] y
);
    localparam signed [(WIDTH * (SLICES >> 1) - 1):0] SLOPES = {
        16'sd867,
        16'sd369,
        16'sd99,
        16'sd23
    };
    localparam signed [(WIDTH * SLICES - 1):0] INTERCEPTS = {
        16'sd3946,
        16'sd3603,
        16'sd2796,
        16'sd2048,
        16'sd2048,
        16'sd1300,
        16'sd493,
        16'sd150
    };
    localparam signed [(WIDTH * (SLICES + 1) - 1):0] BREAKPOINTS = {
        16'sd24576,
        16'sd18432,
        16'sd12288,
        16'sd6144,
        16'sd0,
        -16'sd6144,
        -16'sd12288,
        -16'sd18432,
        -16'sd24576
    };
    reg [SLICES:0] sel;  
    reg signed [(2 * WIDTH - 1):0] segmult [(SLICES >> 1) - 1:0];  
    reg [WIDTH - 1:0] segres [SLICES - 1:0];  
    reg [WIDTH - 1:0] mux;  
    integer i;
    always @(*) begin
        for (i = 0; i < SLICES + 1; i = i + 1) begin
            sel[i] = (x_reg > $signed(BREAKPOINTS[WIDTH * i +: WIDTH]));
        end
        for (i = 0; i < (SLICES >> 1); i = i + 1) begin
            segmult[i] = x_reg * $signed(SLOPES[WIDTH * i +: WIDTH]);
        end
        for (i = 0; i < (SLICES >> 1); i = i + 1) begin
            segres[i] = (segmult_reg[i] >> FP) + $signed(INTERCEPTS[WIDTH * i +: WIDTH]);
            segres[(SLICES - 1) - i] = (segmult_reg[i] >> FP) + $signed(INTERCEPTS[(WIDTH * SLICES - 1) - (WIDTH * i) -: WIDTH]);
        end
        mux = {WIDTH{1'b0}};
        if (sel_reg2 == {(SLICES+1){1'b0}}) begin
            mux = {WIDTH{1'b0}};
        end else if (sel_reg2 == {(SLICES+1){1'b1}}) begin
            mux = 16'd4096;
        end else begin
            for (i = 0; i < SLICES; i = i + 1) begin
                if (sel_reg2 == ((1 << (i + 1)) - 1)) begin
                    mux = segres_reg[i];
                end
            end
        end
    end
    reg signed [WIDTH - 1:0] x_reg;
    reg [SLICES:0] sel_reg1;
    reg signed [2 * WIDTH - 1:0] segmult_reg [(SLICES >> 1) - 1:0];
    reg [SLICES:0] sel_reg2;
    reg [WIDTH - 1:0] segres_reg [SLICES - 1:0];
    reg [WIDTH - 1:0] mux_reg;
    always @(posedge clk or posedge rst) begin
        if (rst) begin
            x_reg <= {WIDTH{1'b0}};
            sel_reg1 <= {(SLICES + 1){1'b0}};
            for (i = 0; i < (SLICES >> 1); i = i + 1) begin
                segmult_reg[i] <= {(WIDTH * 2){1'b0}};
            end
            sel_reg2 <= {(SLICES + 1){1'b0}};
            for (i = 0; i < SLICES; i = i + 1) begin
                segres_reg[i] <= {WIDTH{1'b0}};
            end
            mux_reg <= {WIDTH{1'b0}};
        end else begin
            x_reg <= x;
            sel_reg1 <= sel;
            for (i = 0; i < (SLICES >> 1); i = i + 1) begin
                segmult_reg[i] <= segmult[i];
            end
            sel_reg2 <= sel_reg1;
            for (i = 0; i < SLICES; i = i + 1) begin
                segres_reg[i] <= segres[i];
            end
            mux_reg <= mux;
        end
    end
    assign y = mux_reg;
endmodule
```
`flow/run.sh`:
```
#!/bin/bash
# OpenROAD 26Q1-2900-gdf79404cd8, Yosys 0.63+post, stock flow scripts
make -C /OpenROAD-flow-scripts/flow DESIGN_CONFIG=/design/flow/config.mk WORK_HOME=/design/flow/orfs finish
```
`flow/config.mk`:
```
export PLATFORM = sky130hd
export DESIGN_NAME = sigmoid8_pla
export DESIGN_NICKNAME = sigmoid8_pla
export VERILOG_FILES = /design/flow/design.v
export SDC_FILE = /design/flow/constraint.sdc
export NUM_CORES = 4
export LEC_CHECK = 1
export CORE_UTILIZATION = 40
```
`flow/constraint.sdc`:
```
current_design sigmoid8_pla

set clk_period 7.4
set clk_io_pct 0.2

create_clock -name clk0 -period $clk_period [get_ports {clk}]

set non_clock_inputs [all_inputs -no_clocks]
set_input_delay [expr $clk_period * $clk_io_pct] -clock clk0 $non_clock_inputs
set_output_delay [expr $clk_period * $clk_io_pct] -clock clk0 [all_outputs]
```
==> notes.md <==
flow finished, numbers: Highest Clock Rate 0.187 GHz, NetSw 2.54 mW, Worst Hold Launch sel_reg1[6], tool warnings 77, io pins 34, Cell Type Count 65, post-route setup slack 2.05 ns, Cell Area, Synth 14600 um2, Wirelength per Cell 16.6 um, Reg power frac 0.312, clock latency (worst-skew pair) 0.50 ns, fp util 0.409, Yosys top cell by area dfrtp_1, Slowest Stage Delay on Critical Path 0.49 ns, Yosys Instances 1366, H-tree depth 1, largest net degree at the start of global routing 71, DRC violations left 0, Tmin final 5.35 ns, Clock power frac 0.180, Commonest flop dfrtp_1, CP required 7.81 ns, fin crit share 0.723, Cell Pwr Density 378 nW/um2, DPL Wire Length 25600 um, clk sinks 202, Die Width 193 um, Pins Over Slew Limit 0, layout cells sized above 1 0.0451, global placement routability congestion 0.966, Post-CTS Setup Inserts 0, post-synth area from yosys stat 14600 um2, Worst IR Drop VDD 177 uV, RSZ-0062 raised after global routing false, DP Worst Slack 2.07 ns, Synth async-reset ratio 1.00, # hold bufs at CTS 0, setup_tns 0 ns, total die area 37300 um2, status complete, no violations, number of enable flip-flop cells 0, core footprint 35700 um2, Comb pwr share 0.507, crit-path max FO 6, synth cell count leaders inv_1, dfrtp_1, ha_1, synthesis-stage register bit count 202, Syn Inst Count 1366, Iteration-0 DRC Markers 536, biggest area cells dfrtp_1, fa_1, ha_1, routed vias 9187, row cnt 69, Ys Warns 5, Max clock buf depth 3, LEAKAGE 7.87 nW, CTS resizes 0, Avg Vias per Cell 4.88, GRT overflow 0, Switching Fraction 0.415, First-pass DRT Iterations 13, vias in the first global route 9540, Area Overhead vs Synth 10.8%, CTS tree yes, CP Launch Point x_reg[1], Buffers on Ports 33, Power Internal 3.58 mW, Post-synth seq share 0.346, Cell Chain, Critical Path inv_1, ha_1, xor2_1, ha_1, or2_2, fa_1, inv_1, fa_1, inv_1, fa_1, ha_1, a21oi_1, o21ai_0, o211ai_1, o221ai_2, o221a_2, a41o_1, o21ai_1, xor2_1, Die Y 193 um, arrival time worst endpoint 5.76 ns, GRT Overall Usage 0.189, maxcap violations 0, diode count 0, Rel. slew slack 0.459, first-pass GRT wire length 51400 um, Slew @ Worst Pin 0.812 ns, filler instances 3285, routed wire length 31300 um, Routed Antenna Nets 0, Hold Fails Final Rpt 0, Avg Cell Area, Syn 10.7 um2, Largest register FFs 101, Top-area cell share 0.346, clk_skew 0.0237 ns, Crit-path slowest cell fa_1, CP Capture Type flip-flop, CTS buffer count 22, initial antenna violation count 0, Finish-stage setup viols 0, startpoint types flip-flop, launching point of the worst reg2reg path x_reg[1], CTS Root Cell clkbuf_16, Clock transition at path regs 0.06 ns, Crit Path Class reg -> reg, most frequent cell after synthesis inv_1, Tightest Hold Check Type reg -> reg
==> routing by layer <==
layer  vias to the layer above  GRT usage  routed length, um
li1                       4520          -                  -
met1                      4424      0.291              14600
met3                        36     0.0414               1660
met4                         0     0.0258                516
met2                       207      0.293              14500
met5                         -          0                  0
==> power groups by stage <==
stage | clock, mW | sequential, mW | combinational, mW
after CTS | 1.13 | 1.91 | 3.13
after global routing | 1.18 | 1.96 | 3.57
final | 1.10 | 1.91 | 3.10
==> metrics by stage <==
step                instance area [um2]  utilization  total power, mW  hold slack, ns  std cells
global placement                  15500        0.432             5.02           0.333       1841
floorplan                         14600            -             4.20           0.331       1366
finish                            16200        0.453             6.11           0.335       1881
detailed placement                15500        0.432             5.03           0.335       1841
CTS                               16200        0.453             6.18           0.333       1881
global route                      16200        0.453             6.71           0.337       1881
==> logic make-up (layout without fill, tap and decap cells) <==
group           after synthesis  after routing  synth area share
compound gates              228            228             0.107
xor+xnor                    101            101            0.0605
fa+ha+maj                   309            309             0.331
buf+inv                     291            345            0.0772
flops                       202            202             0.346
mux                           2              2           0.00137
other cells                   1              1          0.000257
simple gates                232            232            0.0766
==> critical path, delay by kind of cell, from the launching register on <==
family                   cells  cell delay [ns]
AND/OR/NAND/NOR              1             0.31
flip-flops                   1             0.46
AND-OR/OR-AND                7             1.59
buffers and inverters        3             0.25
XOR/XNOR                     2             0.35
adder cells (fa/ha/maj)      6             2.30
==> cell type report <==
cell class | instances | area, um2 | area share
timing repair buffer | 41 | 390 | 0.0241
clock inverter | 7 | 95.1 | 0.00587
clock buffer | 33 | 643 | 0.0397
sequential | 202 | 5050 | 0.312
tap | 461 | 577 | 0.0356
multi-input combinational | 873 | 8430 | 0.521
inverter | 264 | 998 | 0.0617
==> path summary, 6_finish.rpt <==
kind                                            to  slack, ns  cells past startpoint
worst max register to register  segmult_reg[3][26]       2.05                     19
worst min-delay path                   sel_reg2[6]       0.33                      0
max in group asynchronous              sel_reg1[6]       4.32                      4
worst max-delay path            segmult_reg[3][26]       2.05                     19
min in group asynchronous       segmult_reg[3][24]       1.44                      2
worst min register to register         sel_reg2[6]       0.33                      0
==> cells in the final DEF (no fill, tap or decap), types with 4 or more instances in the layout <==
cell	n
buf_4	8
nor3_1	17
o21a_1	19
nand2b_1	6
nand4_1	8
xnor2_1	71
dfrtp_1	202
clkbuf_16	23
and3_1	4
o211ai_1	5
a221oi_1	7
a21boi_0	8
nand2_1	59
nand3_1	23
inv_1	262
a21o_1	10
a31oi_1	18
a221o_1	12
and2_1	12
a222oi_1	5
o31ai_1	9
ha_1	180
or2_2	10
nor2_1	73
a21oi_1	42
clkdlybuf4s50_1	33
fa_1	129
xor2_1	30
a22oi_1	4
o21ai_0	50
clkbuf_1	7
o21ai_1	4
a211oi_1	6
nor2b_1	6
Power figures rest on the tool's default switching activity, not on a simulated workload.
