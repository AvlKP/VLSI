==> /design/flow/design.v <==
module softplus4_pla #(
    parameter WIDTH = 16,
    parameter SLICES = 4,
    parameter FP = 8
) (
    input wire clk,
    input wire rst,
    input wire signed [WIDTH - 1:0] x,
    output wire [WIDTH - 1:0] y
);
    localparam signed [(WIDTH * SLICES - 1):0] SLOPES = {
        16'sd252,
        16'sd201,
        16'sd55,
        16'sd4
    };
    localparam signed [(WIDTH * SLICES - 1):0] INTERCEPTS = {
        16'sd24,
        16'sd177,
        16'sd177,
        16'sd24
    };
    localparam signed [(WIDTH * (SLICES + 1) - 1):0] BREAKPOINTS = {
        16'sd1536,
        16'sd768,
        16'sd0,
        -16'sd768,
        -16'sd1536
    };
    reg [SLICES:0] sel;  
    reg signed [(2 * WIDTH - 1):0] segmult [SLICES - 1:0];  
    reg [WIDTH - 1:0] segres [SLICES - 1:0];  
    reg [WIDTH - 1:0] mux;  
    integer i;
    always @(*) begin
        for (i = 0; i < SLICES + 1; i = i + 1) begin
            sel[i] = (x_reg > $signed(BREAKPOINTS[WIDTH * i +: WIDTH]));
        end
        for (i = 0; i < SLICES; i = i + 1) begin
            segmult[i] = x_reg * $signed(SLOPES[WIDTH * i +: WIDTH]);
        end
        for (i = 0; i < SLICES; i = i + 1) begin
            segres[i] = (segmult_reg[i] >> FP) + $signed(INTERCEPTS[WIDTH * i +: WIDTH]);
        end
        mux = {WIDTH{1'b0}};
        if (sel_reg2 == {(SLICES+1){1'b0}}) begin
            mux = {WIDTH{1'b0}};
        end else if (sel_reg2 == {(SLICES+1){1'b1}}) begin
            mux = segres_reg[SLICES - 1];
        end else begin
            for (i = 0; i < SLICES; i = i + 1) begin
                if (sel_reg2 == ((1 << (i + 1)) - 1)) begin
                    mux = segres_reg[i];
                end
            end
        end
    end
    reg signed [WIDTH - 1:0] x_reg;
    reg [SLICES:0] sel_reg1;
    reg signed [2 * WIDTH - 1:0] segmult_reg [SLICES - 1:0];
    reg [SLICES:0] sel_reg2;
    reg [WIDTH - 1:0] segres_reg [SLICES - 1:0];
    reg [WIDTH - 1:0] mux_reg;
    always @(posedge clk or posedge rst) begin
        if (rst) begin
            x_reg <= {WIDTH{1'b0}};
            sel_reg1 <= {(SLICES + 1){1'b0}};
            for (i = 0; i < SLICES; i = i + 1) begin
                segmult_reg[i] <= {(WIDTH * 2){1'b0}};
            end
            sel_reg2 <= {(SLICES + 1){1'b0}};
            for (i = 0; i < SLICES; i = i + 1) begin
                segres_reg[i] <= {WIDTH{1'b0}};
            end
            mux_reg <= {WIDTH{1'b0}};
        end else begin
            x_reg <= x;
            sel_reg1 <= sel;
            for (i = 0; i < SLICES; i = i + 1) begin
                segmult_reg[i] <= segmult[i];
            end
            sel_reg2 <= sel_reg1;
            for (i = 0; i < SLICES; i = i + 1) begin
                segres_reg[i] <= segres[i];
            end
            mux_reg <= mux;
        end
    end
    assign y = mux_reg;
endmodule
==> /design/flow/run.sh <==
#!/bin/bash
# OpenROAD 26Q1-2900-gdf79404cd8, Yosys 0.63+post, stock flow scripts
make -C /OpenROAD-flow-scripts/flow DESIGN_CONFIG=/design/flow/config.mk WORK_HOME=/design/flow/orfs finish
==> /design/flow/config.mk <==
export PLATFORM = sky130hd
export DESIGN_NAME = softplus4_pla
export DESIGN_NICKNAME = softplus4_pla
export VERILOG_FILES = /design/flow/design.v
export SDC_FILE = /design/flow/constraint.sdc
export NUM_CORES = 4
export LEC_CHECK = 1
export CORE_UTILIZATION = 30
==> /design/flow/constraint.sdc <==
current_design softplus4_pla

set clk_period 11.1
set clk_io_pct 0.2

create_clock -name clk0 -period $clk_period [get_ports {clk}]

set non_clock_inputs [all_inputs -no_clocks]
set_input_delay [expr $clk_period * $clk_io_pct] -clock clk0 $non_clock_inputs
set_output_delay [expr $clk_period * $clk_io_pct] -clock clk0 [all_outputs]
==> results.toml <==
# synthesis and place-and-route metrics
[status]
status = "completed"

[clocking]
cts_resized = 0
clock-sinks = 162
clk_latency_ns = 0.44
postCtsSetupBuffers = 0
clk_pin_slew_ns = 0.07
tritoncts = "yes"
cts-buffers-inserted = 17
holdBufCountCts = 0
root_buffer = "clkbuf_16"
htreeDepth = 4
cts.path.max_buffers = 2

[sta]
worst_slew_pin_slew_ns = 0.720
rsz0062_at_grt = "no"
fin_tns_setup_ns = 0
setup_viol = 0
slew_headroom_pct = 52.0
fin_crit_ns = 5.46
clock_skew_ns = 0.0172
hold_viol_final = 0
fin_crit_sh_pct = 49.2
max_freq_mhz = 183
slew_violations = 0

[worst_setup_path]
required_ns = 11.46
path_delay_family = "adder cells"
max_stage_delay_ns = 0.81
crit_type = "reg2reg"
critPathCaptureType = "register"
crit_chain = "inv_1 -> ha_1 -> inv_1 -> fa_1 -> inv_1 -> fa_1 -> inv_1 -> fa_1 -> inv_1 -> ha_1 -> nand4_1 -> or3_1 -> o21ai_1 -> o211a_1 -> o21ai_0 -> o21bai_1 -> xor2_1"
startpoint_type = "register"
worst-path-buf-inv = 5
crit_fanout = 10
cp_slowest_cell = "dfrtp_1"
cpMostUsedCell = "inv_1"
arrival_ns = 5.83

[finish]
fillCellCount = 3922
final_layout_size_suffix_gt1_share_pct = 5.62
largest_register_ffs = 63
area.growth.synth_to_final_pct = 13.4

[job]
maxCapViolCount = 0
warning_count = 62

[power]
powerDensity_nw_per_um2 = 242
peakVddDrop_v = 0.000129
p_leak_nw = 6.61
power_mw = 3.31

[drt]
post_drt_wl_per_cell_um = 15.9
drt_iter0_drc = 407
viasPerCell = 4.43
vias = 7606
dr.pass1.iters = 4
diodes = 0
ant_nets = 0
drt_wl_total_um = 27400
drc = 0

[die]
std_cell_rows = 73
die_area_um2 = 41000
ioPinCount = 34
die_w_um = 202
initCoreUtil_pct = 30.4
coreArea_um2 = 39600
die_h_um = 202

[synth]
synthCells = 1132
ys_seq_share_pct = 33.6
ys_area_um2 = 12000
yosysCellCount = 1132
synth-main-ff-cell = "dfrtp_1"
syn_area_um2 = 12000
edf_count = 0
async_flop_share_pct = 100
synth_area_per_cell_um2 = 10.6
synth_cell_types = 60
yosysWarnings = 5
numSynthFlops = 162

[grt]
grt_pass1_wl_um = 44400
grt_pass1_vias = 8006
grt_usage_pct = 14.5
grt-ovfl-total = 0
antenna_found_initial = 0
grt_max_degree = 72

[place]
gp_congestion = 0.934
dp_hpwl_um = 22400
port-buffer-count = 33

[hold_path]
holdCritPathClass = "reg2reg"
## Yosys cell counts (all sizes together), types with 3 or more instances
cell type	instances	area, um^2
or2	8	50.1
xnor2	72	631
nor2	48	183
nand4	10	62.6
a21oi	63	338
nor3b	3	22.5
a221oi	15	138
xor2	51	447
nand3	14	70.1
o21a	15	113
o21ai	42	221
clkbuf	9	35.0
nand2b	16	100
fa	90	1800
nand2	70	263
mux2i	4	40.0
nor3	15	80.1
dfrtp	162	4050
o311ai	3	43.8
o21bai	7	52.6
a31oi	3	33.8
a41o	4	40.0
ha	163	2040
nor2b	9	56.3
and3	7	43.8
o31ai	3	27.5
inv	182	683
a21o	16	121
## power breakdown
group	switching, mW	total [mW]	internal, mW
clock network	0.275	0.599	0.324
logic	1.00	1.78	0.778
registers	0.120	0.932	0.812
total	1.40	3.31	1.91
## placed cells by master, fill, tap and decap left out, types with 9 or more instances in the layout
| cell | count |
|---|---|
| xnor2_1 | 72 |
| nand2_1 | 70 |
| dfrtp_1 | 162 |
| nand4_1 | 10 |
| xor2_1 | 51 |
| a21o_1 | 15 |
| nor2_1 | 47 |
| clkbuf_16 | 17 |
| o21a_1 | 15 |
| inv_1 | 180 |
| o21ai_0 | 40 |
| a221oi_1 | 14 |
| a21oi_1 | 57 |
| nor2b_1 | 9 |
| clkdlybuf4s50_1 | 33 |
| ha_1 | 163 |
| nand3_1 | 14 |
| nand2b_1 | 16 |
| fa_1 | 90 |
| nor3_1 | 13 |
## through the flow
stage	cell area [um^2]	setup WS [ns]	hold WS, ns	cells	util, %
floorplan	12000	4.50	0.331	1132	-
global placement	13000	5.63	0.334	1685	32.9
detailed placement	13000	5.62	0.335	1685	32.9
CTS	13700	5.60	0.345	1717	34.5
global route	13700	5.39	0.355	1717	34.5
finish	13700	5.64	0.345	1717	34.5
## path summary, 6_finish.rpt
| path | cells after the start | end | slack (ns) | start |
|---|---|---|---|---|
| min in group asynchronous | 2 | mux_reg[4] | 2.26 | rst |
| worst max register to register | 17 | segmult_reg[1][22] | 5.64 | x_reg[14] |
| max in group asynchronous | 3 | segres_reg[0][9] | 7.64 | rst |
| worst min-delay path | 0 | sel_reg2[3] | 0.34 | sel_reg1[3] |
| worst max-delay path | 17 | segmult_reg[1][22] | 5.64 | x_reg[14] |
| worst min register to register | 0 | sel_reg2[3] | 0.34 | sel_reg1[3] |
## layer usage
| layer | vias to the layer above | part of all wire [%] | wire length (um) | track usage (%) |
|---|---|---|---|---|
| met3 | 26 | 6.3 | 1720 | 3.61 |
| met1 | 3624 | 47 | 12800 | 21.8 |
| met4 | 0 | 1.7 | 458 | 1.99 |
| met2 | 153 | 45 | 12400 | 22.1 |
| met5 | - | 0 | 0 | 0 |
| li1 | 3803 | - | - | - |
## layout make-up
type                    count  area (um^2)  share of cell area, %
clock buffers              17          425                   3.11
clock inverters            15          191                   1.40
inverters                 182          688                   5.04
multi-input cells         777         7270                   53.2
flip-flops and latches    162         4050                   29.7
well taps                 525          657                   4.81
repair buffers             39          375                   2.75
## cell families (layout without fill, tap and decap cells)
logic type	Yosys count	count (layout)	synth area share, %
adder cells (fa/ha/maj)	255	255	32.0
AND/OR/NAND/NOR	208	208	8.25
buffers and inverters	193	253	6.02
AND-OR/OR-AND	187	187	10.8
flip-flops	162	162	33.6
XOR/XNOR	123	123	8.94
multiplexers	4	4	0.332
No activity file was given, so power comes from the tool's default toggle rates.
